`/design/flow/design.v`:
```
module arch_map_table #(
    parameter int ARCH_REGS = 64,
    parameter int PHYS_REGS = 128,
    parameter int COMMIT_WIDTH = 1
)(
    input  logic clock,
    input  logic reset,     
    input  logic [COMMIT_WIDTH-1:0]                         commit_valid_i,   
    input  logic [COMMIT_WIDTH-1:0][$clog2(ARCH_REGS)-1:0]  commit_arch_i,    
    input  logic [COMMIT_WIDTH-1:0][$clog2(PHYS_REGS)-1:0]  commit_phys_i,    
    output logic [ARCH_REGS-1:0][$clog2(PHYS_REGS)-1:0] snapshot_o,  
    input  logic restore_valid_i,   
    input  logic [ARCH_REGS-1:0][$clog2(PHYS_REGS)-1:0] restore_snapshot_i  
);
    logic [ARCH_REGS-1:0][$clog2(PHYS_REGS)-1:0] table_reg;
    always_ff @(posedge clock)begin
        if(reset)begin
            for(int i =0; i< ARCH_REGS; i++)begin
                    table_reg[i] <= i;
            end
        end else if (restore_valid_i)begin
            for(int i =0; i< ARCH_REGS; i++)begin
                table_reg[i] <= restore_snapshot_i[i];
            end
        end else begin
            for (int i =0 ; i< COMMIT_WIDTH ; i++)begin
                if(commit_valid_i[i]) table_reg[commit_arch_i[i]] <= commit_phys_i[i];
            end
        end
    end
    assign snapshot_o = table_reg;
endmodule
```
`/design/flow/run.sh`:
```
#!/bin/bash
# OpenROAD 26Q1-2900-gdf79404cd8, Yosys 0.63+post, stock flow scripts
make -C /OpenROAD-flow-scripts/flow DESIGN_CONFIG=/design/flow/config.mk WORK_HOME=/design/flow/orfs finish
```
`/design/flow/config.mk`:
```
export PLATFORM = sky130hd
export DESIGN_NAME = arch_map_table
export DESIGN_NICKNAME = arch_map_table
export VERILOG_FILES = /design/flow/design.v
export SDC_FILE = /design/flow/constraint.sdc
export NUM_CORES = 4
export LEC_CHECK = 1
export CORE_AREA = 10 10 373 373
export DIE_AREA = 0 0 383 383
```
`/design/flow/constraint.sdc`:
```
current_design arch_map_table

set clk_period 33.2
set clk_io_pct 0.2

create_clock -name clk0 -period $clk_period [get_ports {clock}]

set non_clock_inputs [all_inputs -no_clocks]
set_input_delay [expr $clk_period * $clk_io_pct] -clock clk0 $non_clock_inputs
set_output_delay [expr $clk_period * $clk_io_pct] -clock clk0 [all_outputs]
```
==> changes_impl.md <==
## Flow update

- Status: finished clean
- Flops after synth: 448
- Synth Flop Type: dfxtp_1
- DP Area: 0.03243 mm²
- Max Freq: 0.09497 GHz
- Synthesis-to-layout area growth: 63.90%
- Met2 usage: 42.22%
- Switching share of power: 29.93%
- Vias in the first global route: 25.64k
- Pins over their slew limit: 0
- Tmin final: 10.53 ns
- Via Count: 26.68k
- Pwr/cell area: 49.33 mW/mm²
- Cell area after technology mapping: 0.02124 mm²
- TritonRoute pass-1 iters: 6
- HPWL Detailed: 154.8 mm
- Setup Fix Bufs, Post-CTS: 0
- Critical R2R Launch: table_reg[53]
- Hold Crit Depth: 2
- Worst path max stage delay: 0.77 ns
- Crit path DAT: 11.07 ns
- Die area: 0.1467 mm²
- Via density: 5.102
- Row cnt: 133
- Final GP Congestion: 0.9598
- Hold-fix buffer count after cts: 0
- Ys cells: 2585
- CP Class: input pin to register
- Top cells by area, synth: dfxtp_1, a221oi_1, nand2_1, a21oi_1, clkbuf_1
- Synth Instances: 2585
- Final setup viols: 0
- Total track usage: 26.25%
- Final ANT Viol Nets: 0
- Routed length per placed instance: 37.86 µm
- Clk sinks: 448
- Initial antenna violation count: 97
- Max_cap viols: 0
- Slew of the pin with the lowest slew margin: 1.257 ns
- Worst reg-to-reg path cell count: 3
- WP data required: 33.74 ns
- Met3 Use GR: 11.18%
- Ys async rst share: 0%
- CTS tree: done
- CTS resizes: 0
- TNS Setup: 0 ns
- Grt ovf: 0
- Buffers added on ports: 912
- CP Cell Sequence: clkdlybuf4s50_1 -> inv_1 -> ha_1 -> or4b_1 -> or3_4 -> a21oi_4 -> a31oi_2 -> buf_4 -> a221oi_1 -> o21ai_0
- Root buf cell: clkbuf_16
- Setup slack after layout: 22.67 ns
- Slew HR: 15.90%
- WHS Endpoint: table_reg[295]
- Area leader share: 42.23%
- Die Y: 383 µm
- Reg2reg end: table_reg[53]
- Slowest cell on the critical path: a21oi_4
- Grt met1 use: 32.15%
- Yosys chip area: 0.02124 mm²
- Core Util at FP: 16.19%
- Design Area, Final: 0.03481 mm²
- Cycle use final: 31.71%
- Largest net degree at the start of global routing: 156
- Top cell type by total area after synthesis: dfxtp_1
- Post-synth cell types: 75
- Reg2Reg Setup Slack: 31.90 ns
- Startpoint types: input pin
- Core ar.: 0.1311 mm²
- Register share after synthesis: 42.23%
- Yosys warnings: 1
- Pleak: 12.65 nW
- Syn Area/Cell: 8.215 µm²
- Clk buf depth: 3
- IO Pins: 913
- Reg clk slew, reported paths: 0.06 ns
- Critical path peak fanout: 18
- Max FFs per register: 448
- Number of buffers created by CTS: 66
- Sequential group share of total power: 35.0%
- NetSw: 0.5138 mW
- Number of enable flip-flop cells: 0
- Remaining DRCs: 0
- Gate power share: 20.0%
- H-Tree Depth: 3
- Tool Warnings: 32
- VDD IR-drop max: 0.03127 mV
- Hold Crit Class: register to register
- Global-route wire length before repair: 256.1 mm
- Share of layout cells above drive strength 1: 8.478%
- Critical Path End Type: register
- Final Hold Vio Count: 0
- Clock group share of total power: 45.0%
- RSZ-0062 raised after global routing: false
- Post-route clock skew: 0 ns
- Layer with the highest usage: met2
- Hold Crit Start: table_reg[295]
- Initial DRC Count: 2552
- Internal power: 1.203 mW
- Die X: 383 µm
- Place WS: 22.10 ns
- Insertion Delay late pin: 0.65 ns
- Routed wire length: 198.0 mm
==> power groups by stage <==
stage / logic, mW / registers (mW) / clock network [mW]
6_report: 0.343 / 0.601 / 0.773
4_1_cts: 0.345 / 0.601 / 0.789
5_1_grt: 0.362 / 0.605 / 0.806
==> final cells by class <==
cell class	instances	area, µm²
fillers	14060	96320
clock buffers	91	1949
multi-input cells	1827	11130
clock inverters	27	374.1
inverters	38	151.4
flip-flops and latches	448	8969
repair buffers	1025	9987
well taps	1755	2196
diodes	19	47.55
==> Yosys cell counts, types with 20 or more instances <==
master,instances
o211ai_1,88
dfxtp_1,448
a222oi_1,32
o21ai_0,134
nand2_1,294
clkbuf_1,228
mux2i_1,40
nand3_1,80
or3_1,54
a211oi_1,38
buf_2,20
a31oi_1,86
and3_1,44
inv_1,37
a21oi_1,188
a22oi_1,23
and2_1,31
o22ai_1,25
a221oi_1,186
nor3_1,109
nor2_1,171
==> critical path: cells and delay by family <==
family	cells	cell delay, ns
AND/OR/NAND/NOR	2	1.06
adder cells (fa/ha/maj)	1	0.33
AND-OR/OR-AND	4	1.67
buffers and inverters	3	1.34
==> per-layer routing <==
layer  up-vias  part of all wire [%]
met5         -                  0.33
met2      1601                    47
met3       362                    11
li1      11460                     -
met1     13170                    39
met4        96                   3.3
==> worst max path at each step <==
| stage | depth (start not counted) | to | from | slack [ns] |
|---|---|---|---|---|
| 4_1_cts | 10 | table_reg[203] | commit_arch_i[0] | 22.80 |
| 5_1_grt | 10 | table_reg[206] | commit_arch_i[0] | 22.59 |
| 6_report | 10 | table_reg[203] | commit_arch_i[0] | 22.67 |
==> cell families (layout without fill, tap and decap cells) <==
logic type / after synthesis / count (layout) / synth area share [%]
buffers and inverters: 310 / 1181 / 5.933
AND-OR/OR-AND: 924 / 924 / 30.50
other: 0 / 19 / 0
multiplexers: 41 / 41 / 1.938
flip-flops: 448 / 448 / 42.23
adder cells (fa/ha/maj): 5 / 5 / 0.2946
AND/OR/NAND/NOR: 856 / 856 / 19.06
XOR/XNOR: 1 / 1 / 0.04125
==> stage by stage <==
step | cells | power [mW] | util, % | hold WS [ns]
2_1_floorplan | 2585 | 0.7103 | - | 0.3994
3_3_place_gp | 5093 | 0.9545 | 24.73 | 0.4296
3_5_place_dp | 5093 | 0.9549 | 24.73 | 0.4347
4_1_cts | 5211 | 1.735 | 26.51 | 0.4456
5_1_grt | 5222 | 1.773 | 26.53 | 0.4651
6_report | 5230 | 1.717 | 26.54 | 0.4434
==> cell usage in the layout, fill, tap and decap left out, drive strengths merged, types with 11 or more instances in the layout <==
| master | count |
|---|---|
| dfxtp | 448 |
| a222oi | 32 |
| o22ai | 25 |
| diode | 19 |
| nand3 | 81 |
| mux2i | 40 |
| or3 | 55 |
| o211ai | 88 |
| a21o | 18 |
| clkbuf | 91 |
| o221ai | 12 |
| nand2 | 297 |
| a22oi | 23 |
| and2 | 36 |
| a221oi | 186 |
| a31oi | 86 |
| and3 | 44 |
| buf | 123 |
| o21ai | 140 |
| inv | 42 |
| clkdlybuf4s50 | 902 |
| clkinv | 13 |
| a21oi | 191 |
| nand2b | 18 |
| o31ai | 11 |
| a32oi | 11 |
| nor2 | 182 |
| a311oi | 14 |
| a2111oi | 11 |
| a211oi | 38 |
| nor3 | 111 |
Power is estimated from default activity; no workload was simulated.
