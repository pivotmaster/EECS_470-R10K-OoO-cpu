File: /design/flow/design.v
module memDP
  #(parameter WIDTH      = 32,
    parameter DEPTH      = 32,
    parameter READ_PORTS = 1,
    parameter BYPASS_EN  = 0    
   )
   ( 
    input                                            clock,
    input                                            reset,
    input        [READ_PORTS-1:0]                    re,      
    input        [READ_PORTS-1:0][$clog2(DEPTH)-1:0] raddr,   
    output logic [READ_PORTS-1:0][WIDTH        -1:0] rdata,   
    input                                            we,      
    input                       [$clog2(DEPTH)-1:0]  waddr,   
    input                       [WIDTH        -1:0]  wdata    
   );
logic [DEPTH-1:0][WIDTH-1:0]  memData;
genvar i;
generate
    for (i = 0; i < READ_PORTS; i++) begin
        always_comb begin
            if (BYPASS_EN != 0) begin : bypass_path
                if (re[i]) begin
                    if (we && (raddr[i] == waddr))
                        rdata[i] = wdata;
                    else
                        rdata[i] = memData[raddr[i]];
                end else begin
                    rdata[i] = '0;
                end
            end else begin : non_bypass_path
                rdata[i] = re[i] ? memData[raddr[i]] : '0;
            end
        end
    end
endgenerate
always_ff @(posedge clock) begin
    if (reset) begin
        memData        <= '0;
    end else if (we) begin
        memData[waddr] <= wdata;
    end
end
endmodule
File: /design/flow/run.sh
#!/bin/bash
# OpenROAD 26Q1-2900-gdf79404cd8, Yosys 0.63+post, stock flow scripts
make -C /OpenROAD-flow-scripts/flow DESIGN_CONFIG=/design/flow/config.mk WORK_HOME=/design/flow/orfs finish
File: /design/flow/config.mk
export PLATFORM = sky130hd
export DESIGN_NAME = memDP
export DESIGN_NICKNAME = memDP
export VERILOG_FILES = /design/flow/design.v
export SDC_FILE = /design/flow/constraint.sdc
export NUM_CORES = 4
export LEC_CHECK = 1
export CORE_UTILIZATION = 30
File: /design/flow/constraint.sdc
current_design memDP

set clk_period 35.8
set clk_io_pct 0.2

create_clock -name clk0 -period $clk_period [get_ports {clock}]

set non_clock_inputs [all_inputs -no_clocks]
set_input_delay [expr $clk_period * $clk_io_pct] -clock clk0 $non_clock_inputs
set_output_delay [expr $clk_period * $clk_io_pct] -clock clk0 [all_outputs]
==> results_dict.tcl <==
# metrics dict for downstream scripts
set metrics [dict create \
    drt_iter0_drc 4765 \
    final_max_slew_viol_count 0 \
    maxSlewHeadroom_pct 28.7 \
    crit_path_start_kind "input pin" \
    first_global_vias 44400 \
    cap_viol_max_count 0 \
    hold_path.class "flop to flop" \
    hold_viol_final 0 \
    finalCritPeriodShare_pct 52.1 \
    cp.required_ps 28640 \
    grt_pass1_wl_um 307000 \
    core_util_floorplan_pct 30.3 \
    period_needed_ps 18640 \
    drive_gt1_share_pct 14.4 \
    worstPathMaxFanout 39 \
    top_area_share_pct 42.1 \
    ant_nets 0 \
    worst_setup_path_end_kind "output pin" \
    path_clk_slew_ps 60 \
    fillers 16100 \
    largest-register "memData" \
    grt_antenna_before_repair 2 \
    coreArea_um2 161000 \
    die_h_um 405 \
    cts_setup_buffers 0 \
    worstSkewPairLatency_ps 700 \
    area_leaders "dfxtp_1 (42%), mux4_2 (10%), a21oi_1 (8.3%)" \
    synthTopCellsByCount "dfxtp_1 (1024), a21oi_1 (804), clkbuf_1 (539), nand4_1 (420), nand2_1 (405)" \
    cts_tree "built" \
    grt.total_usage_pct 26.0 \
    rsz0062_at_grt "false" \
    crit_type "input pin to output pin" \
    dr.pass1.iters 7 \
    power.total_uw 2570 \
    routed_wl_um 211000 \
    largest_reg_flops 1024 \
    port_buffers 77 \
    worstSetupStartpoint "raddr[1]" \
    yosysWarnings 1 \
    p_sw_uw 743 \
    fin_skew_ps 0 \
    die_w_um 405 \
    synthCells 5262 \
    fin_tns_setup_ps 0 \
    cts_max_level 3 \
    place_area_um2 51100 \
    ys.flops 1024 \
    vias_per_cell 6.31 \
    drc_errors 0 \
    overflow 0 \
    via_count 45100 \
    p_leak_uw 0.0178 \
    met2_usage_pct 37.7 \
    seq_power_share_pct 44.9 \
    vdd_drop_max_v 0.0000386 \
    ff_latch_area_um2 20500 \
    swShare_pct 28.9 \
    yosysMostFrequentCell "dfxtp_1" \
    cts_sinks 1024 \
    io_pins 78 \
    edf_count 0 \
    grt_max_degree 113 \
    ctsResizeCount 0 \
    yosys.cell_types.count 54 \
    max_freq_mhz 53.6 \
    area_growth_pct 12.1 \
    endpoint "rdata[13]" \
    ys_async_sr_fraction_pct 0 \
    ys_seq_share_pct 42.1 \
    combPwrFrac_pct 11.8 \
    status "complete, no violations" \
    r2r_start "memData[641]$_SDFFE_PP0P_" \
    reg.largest.list "memData (1024)" \
    clockBufferDepth 3 \
    worst_slew_pin_slew_ps 1070 \
    postLayoutCellArea_um2 54500 \
    p_int_uw 1830 \
    combGateArea_um2 25600 \
    gp_congestion 0.891 \
    fp-row-count 147 \
    hold_path_depth 2 \
    ff_type "dfxtp_1" \
    reg2reg_slack_ps 35060 \
    power-per-cell-area_nw_per_um2 47.1 \
    die_area_um2 164000 \
    grt_use_met3_pct 11.8 \
    setup-violations-final 0 \
    grt.busiest_layer "met2" \
    synth_area_leader_cell "dfxtp_1" \
    cts_hold_buf 0 \
    ys_cells 5262 \
    clock-root-buffer "clkbuf_16" \
    wl_per_cell_um 29.5 \
    yosys_area_um2 48600 \
    worstPathArrival_ps 11480 \
    clockPowerShare_pct 43.3 \
    holdWs_ps 452 \
    dp_hpwl_um 108000 \
    grt_use_met1_pct 32.9 \
    cts-buffers-inserted 106 \
    avgSynthCellArea_um2 9.24 \
    netlist_area_um2 48600 \
    r2r_cells 2 \
    warnings 29 \
    reg2reg_to "memData[641]$_SDFFE_PP0P_" \
]
==> per-layer routing <==
layer | share of wire [%] | vias up
met3 | 14 | 796
met4 | 6.4 | 4
met5 | 0.011 | -
li1 | - | 19000
met1 | 36 | 22000
met2 | 43 | 3364
==> worst max-delay path: stages <==
cell and delay, ps:
buf_8 380, buf_4 710, buf_4 730, buf_4 660, mux4_2 590, mux2_2 280, o221ai_1 250, a31oi_1 130
clkdlybuf4s50_1 470
==> cells in the final DEF (no fill, tap or decap), types with 4 or more instances in the layout <==
master           count
o21ai_0            247
nand2_1            403
clkbuf_1            18
a31oi_1             32
mux2i_1            288
nand3_1            192
clkdlybuf4s50_1     69
o221ai_1            32
o2111ai_4            5
nand2b_1           257
nor2_1               4
a22oi_1             32
nand4_1            420
buf_12               6
buf_4              179
clkbuf_16          106
nand3_4              5
nor2b_4              4
o31ai_1            385
mux4_2             224
nor3_2               6
a21oi_1            801
clkinvlp_4           4
inv_6                5
a221oi_1            23
o2111ai_1            9
clkbuf_8            23
mux2_2              64
nand3_2              4
clkinv_2            31
dfxtp_1           1024
==> power groups by stage <==
stage	registers (µW)	clock network (µW)	logic, µW
final	1150	1110	303
after global routing	1150	1160	304
after CTS	1150	1110	289
==> kinds of logic (layout without fill, tap and decap cells) <==
logic type	after synthesis	count (layout)	share of synthesized area, %
fa+ha+maj	2	2	0.0514
flops	1024	1024	42.1
xor+xnor	2	2	0.0360
other cells	0	1	0
compound gates	1585	1585	19.3
mux	576	576	17.8
buf+inv	739	459	6.08
simple gates	1334	1334	14.6
==> area by class of cell <==
| cell class | instances | area share [%] |
|---|---|---|
| well taps | 2160 | 4.96 |
| diodes | 1 | 0.00459 |
| inverters | 5 | 0.0459 |
| repair buffers | 262 | 4.10 |
| flip-flops and latches | 1024 | 37.6 |
| multi-input cells | 3499 | 47.0 |
| clock buffers | 147 | 5.57 |
| clock inverters | 45 | 0.704 |
==> worst min path at each step <==
stage | start | endpoint | slack [ps]
final | memData[937]$_SDFFE_PP0P_ | memData[937]$_SDFFE_PP0P_ | 450
after global routing | memData[425]$_SDFFE_PP0P_ | memData[425]$_SDFFE_PP0P_ | 470
after CTS | memData[426]$_SDFFE_PP0P_ | memData[426]$_SDFFE_PP0P_ | 450
==> per-stage QoR <==
step / utilization [%] / instances / worst slack [ps]
CTS: 33.9 / 7142 / 17110
finish: 33.9 / 7143 / 17160
detailed placement: 31.8 / 6950 / 17110
floorplan: - / 5262 / 19680
global placement: 31.8 / 6950 / 17140
global route: 33.9 / 7142 / 16900
Power figures rest on the tool's default switching activity, not on a simulated workload.
